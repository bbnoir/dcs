==> config.mk <==
export PLATFORM = sky130hd
export DESIGN_NAME = P_MUL
export DESIGN_NICKNAME = P_MUL
export VERILOG_FILES = /design/flow/design.v
export SDC_FILE = /design/flow/constraint.sdc
export NUM_CORES = 4
export LEC_CHECK = 1
export CORE_UTILIZATION = 30
==> design.v <==
module P_MUL(
	in_1,
	in_2,
	in_3,
	in_4,
	in_valid,
	rst_n,
	clk,
    out_valid,
	out
);
input [46:0] in_1, in_2;
input [46:0] in_3, in_4;
input in_valid, rst_n, clk;
output logic out_valid;
output logic [95:0] out;
logic [46:0] in_1_reg, in_2_reg, in_3_reg, in_4_reg;
logic [46:0] in_1_nxt, in_2_nxt, in_3_nxt, in_4_nxt;
logic [47:0] A_reg, B_reg;
logic [47:0] A_nxt, B_nxt;
logic [31:0] P1_reg, P2_reg, P3_reg, P4_reg, P5_reg, P6_reg, P7_reg, P8_reg, P9_reg;
logic [31:0] P1_nxt, P2_nxt, P3_nxt, P4_nxt, P5_nxt, P6_nxt, P7_nxt, P8_nxt, P9_nxt;
logic [95:0] S1, S2, S3, S4, S5, S6, S7, S8, S9;
logic [95:0] out_nxt;
logic out_valid_reg_1, out_valid_reg_2, out_valid_reg_3, out_valid_reg_4;
logic out_valid_nxt_1, out_valid_nxt_2, out_valid_nxt_3, out_valid_nxt_4;
always_comb begin : INREG
  if(in_valid) {in_1_nxt, in_2_nxt, in_3_nxt, in_4_nxt} = {in_1, in_2, in_3, in_4};
  else {in_1_nxt, in_2_nxt, in_3_nxt, in_4_nxt} = 0;
end
assign A_nxt = in_1_reg + in_2_reg;
assign B_nxt = in_3_reg + in_4_reg;
assign P1_nxt = A_reg[15:0] * B_reg[15:0];
assign P2_nxt = A_reg[15:0] * B_reg[31:16];
assign P3_nxt = A_reg[31:16] * B_reg[15:0];
assign P4_nxt = A_reg[31:16] * B_reg[31:16];
assign P5_nxt = A_reg[47:32] * B_reg[15:0];
assign P6_nxt = A_reg[15:0] * B_reg[47:32];
assign P7_nxt = A_reg[47:32] * B_reg[31:16];
assign P8_nxt = A_reg[31:16] * B_reg[47:32];
assign P9_nxt = A_reg[47:32] * B_reg[47:32];
assign S1 = P1_reg;
assign S2 = P2_reg << 16;
assign S3 = P3_reg << 16;
assign S4 = P4_reg << 32;
assign S5 = P5_reg << 32;
assign S6 = P6_reg << 32;
assign S7 = P7_reg << 48;
assign S8 = P8_reg << 48;
assign S9 = P9_reg << 64;
assign out_nxt = S1 + S2 + S3 + S4 + S5 + S6 + S7 + S8 + S9;
always_comb begin : OUTVALID
  out_valid_nxt_1 = in_valid;
  out_valid_nxt_2 = out_valid_reg_1;
  out_valid_nxt_3 = out_valid_reg_2;
  out_valid_nxt_4 = out_valid_reg_3;
end
assign out_valid = out_valid_reg_4;
always_ff @( negedge rst_n, posedge clk ) begin
  if(!rst_n) begin
    {in_1_reg, in_2_reg, in_3_reg, in_4_reg} <= 0;
    {A_reg, B_reg} <= 0;
    {P1_reg, P2_reg, P3_reg, P4_reg, P5_reg, P6_reg, P7_reg, P8_reg, P9_reg} <= 0;
    out <= 0;
    {out_valid_reg_1, out_valid_reg_2, out_valid_reg_3, out_valid_reg_4} <= 0;
  end
  else begin
    {in_1_reg, in_2_reg, in_3_reg, in_4_reg} <= {in_1_nxt, in_2_nxt, in_3_nxt, in_4_nxt};
    {A_reg, B_reg} <= {A_nxt, B_nxt};
    {P1_reg, P2_reg, P3_reg, P4_reg, P5_reg, P6_reg, P7_reg, P8_reg, P9_reg} <= {P1_nxt, P2_nxt, P3_nxt, P4_nxt, P5_nxt, P6_nxt, P7_nxt, P8_nxt, P9_nxt};
    out <= out_nxt;
    {out_valid_reg_1, out_valid_reg_2, out_valid_reg_3, out_valid_reg_4} <= {out_valid_nxt_1, out_valid_nxt_2, out_valid_nxt_3, out_valid_nxt_4};
  end
end
endmodule
==> constraint.sdc <==
current_design P_MUL

set clk_period 19.7
set clk_io_pct 0.2

create_clock -name clk0 -period $clk_period [get_ports {clk}]

set non_clock_inputs [all_inputs -no_clocks]
set_input_delay [expr $clk_period * $clk_io_pct] -clock clk0 $non_clock_inputs
set_output_delay [expr $clk_period * $clk_io_pct] -clock clk0 [all_outputs]
==> run.sh <==
#!/bin/bash
# OpenROAD 26Q1-2900-gdf79404cd8, Yosys 0.63+post, stock flow scripts
make -C /OpenROAD-flow-scripts/flow DESIGN_CONFIG=/design/flow/config.mk WORK_HOME=/design/flow/orfs finish
==> run notes <==
Implementation progress

The run finished with clean final reports. Between the synthesized netlist and the finished layout, the area growth was recorded as 10.42%. The remaining number of nets flagged by the antenna check after routing stands at 0.

The number of buffers between clock root and the deepest sink stands at 3. By instance count after routing, the leading logic cell type is sky130_fd_sc_hd__inv_1. The critical path in this run is classified as register to register. The area used by multi-input combinational logic stands at 78,830 µm². The number of buffers inserted to repair setup after CTS stands at 0. The launch point of the worst min-delay path is recorded as P1_reg[0]. STA classifies the critical path startpoint as a register. The flop-to-flop setup slack stands at 11.93 ns.

The largest net degree at the start of global routing stands at 142. After synthesis, the netlist uses 80 different library cells. The global routing usage on met2 stands at 27.23%.

Wires add up to 292,200 µm. In this run the critical register-to-register path is captured at P1_reg[28]. According to the timing report, the critical path is captured at P1_reg[28]. The area of the core region stands at 350,000 µm². The final timing report lists clock skew as 0.06746 ns. The maximum clock rate stands at 128.8 MHz. For the worst-skew pair, the clock arrives at the later sink with an insertion delay of 0.78 ns.

The setup TNS after final layout stands at 0 ns. The via count of the first global-routing pass was 77,478.

The post-synth count of flops with an enable pin is 0. The number of antenna violations at the first check in global routing stands at 20. The count of synthesis-stage warnings from yosys stands at 1. Once layout is complete, the utilization of the core stands at 33.33%.

The slew at the pin closest to its max-slew limit stands at 1.083 ns. Summing all placed instances gives a cell area of 113,600 µm². According to the timing report, the data required time at the worst endpoint equals 20.35 ns. Before placement the cells fill 30.18% of the core. The critical path maximum fanout is 26. Synthesis handed over a netlist of 11,118 instances. The number of setup violations in the final report stands at 0. Buffers inserted to repair hold after CTS numbered 0. The largest stage delay on the critical path stands at 0.71 ns. The number of buffers added by the clock tree synthesis step stands at 84.

The minimum period implied by the final worst setup slack stands at 7.766 ns. The logic depth of the worst register-to-register path stands at 23. The layout report lists the combined flip-flop and latch area as 16,850 µm².

The finished layout cell area stands at 116,600 µm². STA classifies the critical path endpoint as a register. Leaving out fill and tap cells, the most frequent cells in the layout are 2,112 x sky130_fd_sc_hd__inv_1, 1,877 x sky130_fd_sc_hd__fa_1, 1,423 x sky130_fd_sc_hd__nand2_1. After synthesis the netlist holds a flip-flop and latch count of 672.

For this run, design rule violations remaining after detail routing come to 0. Recorded from the global router log, the overflow total was 0. The number of cells in Yosys stat stands at 11,118. For met1 alone, demand over resource in global routing was 23.70%. Data on the critical path arrives at its endpoint at 8.42 ns. The post-synthesis chip area from yosys stands at 105,600 µm². The height of the chip stands at 595.4 µm. The post-placement worst setup slack stands at 12.02 ns. The number of instances resized during post-cts repair stands at 0. The timing report shows the most common cell along the critical path to be sky130_fd_sc_hd__fa_1. The average via count per standard cell stands at 4.631. Of the synthesized area, sequential elements account for 15.92%. Summing over every cut layer, the via total after detailed routing is 73,186. The floorplan has 217 rows. The share of cells above drive strength 1 stands at 3.421%.

For this design, the slowest cell found on the critical path is sky130_fd_sc_hd__a2111oi_0. According to the dpl log, the detail-placed design has an HPWL of 229,700 µm. The wire length of the first global-routing pass stands at 460,700 µm. The floorplan step defined a die boundary enclosing 354,500 µm².

Per the layout report, the design carries 35,331 filler cells. Per the timing report, the most critical flop-to-flop path originates at A_reg[10]. Overall routing resource usage recorded by global route was 17.68%.

Detailed-route iteration 0 reported a violation count of 3,277. Per the CTS log, the maximum H-tree level is 3. In the CTS report, the clock slew at the register clock pins of the worst setup and hold paths is listed as 0.07 ns. The global router reports that the layer with the highest usage is met2. The placement report lists the number of port buffers as 287. Dividing the detail-routed wire length by the instance count gives 18.49 µm. The number of maximum-capacitance constraint violations stands at 0. The count of endpoints failing hold in the final timing report stands at 0. The worst slew margin relative to its limit stands at 25.92%. The number of sinks driven by the clock tree stands at 672. Per the OpenROAD floorplan log, the width of the die is 595.4 µm. Per the synth stats, the flop cell with the highest instance count is sky130_fd_sc_hd__dfrtp_1. The congestion estimate from routability-driven global placement came to 0.9249. The number of top-level pins stands at 288. Counting flops with an async set or reset pin after synthesis yields a share of 100.0%.

The average cell area after synthesis stands at 9.501 µm². The flip-flop count of the largest register after layout stands at 96. Setup repair after global routing left no endpoint under its margin. OpenROAD emitted warnings numbering 31. The first-pass detailed-route iteration total stands at 6.

The global-route met3 utilization stands at 7.535%. The cell sequence reported for the critical path is buf_4, buf_4, nand2_1, fa_1, fa_1, fa_1, fa_1, inv_1, fa_1, inv_1, fa_1, inv_1, ha_1, a21o_1, a21o_1, a21o_1, a2111oi_0, o31ai_1, a21oi_1, o21ai_1, a2111oi_0, nor3_1, xor2_1. The final worst slack stands at 11.93 ns.

After synthesis the cells add up to 105,600 µm². Max-slew check failures listed in the final report amount to 0. Per STA, the startpoint of the critical path is A_reg[10]. After layout, the worst path uses 39.42% of the clock period. The most critical min-delay path falls under register to register. The root buffer cell chosen for the clock tree is sky130_fd_sc_hd__clkbuf_16. TritonCTS built the clock tree.
[final cells by class]
type                            instances  share of cell area [%]
Clock inverter                         56                  0.6361
Sequential cell                       672                   14.44
Tap cell                             4599                   4.933
Antenna cell                            9                 0.01931
Multi-Input combinational cell       7788                   67.58
Timing Repair Buffer                  467                   3.634
Inverter                             2113                   6.800
Clock buffer                          100                   1.949
[routing by layer]
| layer | part of all wire (%) | up-vias | routed length, µm |
|---|---|---|---|
| met4 | 2.7 | 22 | 7914 |
| li1 | - | 33894 | - |
| met2 | 46 | 2318 | 134300 |
| met3 | 10 | 381 | 29940 |
| met5 | 0.047 | - | 137 |
| met1 | 41 | 36571 | 119900 |
[synth_stat cells, types with 11 or more instances]
master | number | area, µm²
sky130_fd_sc_hd__a2111oi_0 | 11 | 96.34
sky130_fd_sc_hd__a211oi_1 | 32 | 240.2
sky130_fd_sc_hd__a21o_1 | 194 | 1456
sky130_fd_sc_hd__a21oi_1 | 373 | 1867
sky130_fd_sc_hd__a31oi_1 | 23 | 143.9
sky130_fd_sc_hd__and2_1 | 1265 | 7914
sky130_fd_sc_hd__and3_1 | 39 | 244.0
sky130_fd_sc_hd__and4_1 | 12 | 105.1
sky130_fd_sc_hd__clkbuf_1 | 528 | 1982
sky130_fd_sc_hd__dfrtp_1 | 672 | 16820
sky130_fd_sc_hd__fa_1 | 1877 | 37580
sky130_fd_sc_hd__ha_1 | 1158 | 14490
sky130_fd_sc_hd__inv_1 | 2112 | 7928
sky130_fd_sc_hd__nand2_1 | 1423 | 5341
sky130_fd_sc_hd__nand2b_1 | 34 | 212.7
sky130_fd_sc_hd__nand3_1 | 68 | 340.3
sky130_fd_sc_hd__nand4_1 | 50 | 312.8
sky130_fd_sc_hd__nor2_1 | 209 | 784.5
sky130_fd_sc_hd__nor2b_1 | 35 | 219.0
sky130_fd_sc_hd__nor3_1 | 56 | 280.3
sky130_fd_sc_hd__o211ai_1 | 24 | 180.2
sky130_fd_sc_hd__o21a_1 | 73 | 548.0
sky130_fd_sc_hd__o21ai_0 | 99 | 495.5
sky130_fd_sc_hd__o21ai_1 | 72 | 360.4
sky130_fd_sc_hd__o21bai_1 | 71 | 533.0
sky130_fd_sc_hd__o31ai_1 | 21 | 157.7
sky130_fd_sc_hd__or2_2 | 11 | 68.82
sky130_fd_sc_hd__or3_1 | 16 | 100.1
sky130_fd_sc_hd__xnor2_1 | 274 | 2400
sky130_fd_sc_hd__xor2_1 | 128 | 1121
[worst max-delay path: cells and delay by family (launching register included)]
| family | cells | cell delay, ns |
|---|---|---|
| buffers and inverters | 5 | 0.89 |
| xor gates and xnor gates | 1 | 0.15 |
| and+or+nand+nor | 2 | 0.26 |
| AOI/OAI and AO/OA | 8 | 2.62 |
| adders and majority gates | 7 | 3.37 |
| DFF | 1 | 0.33 |
[how the worst min path moves through the flow]
stage     cells after the start         endpoint  slack (ns)
4_1_cts                       0           out[0]        0.35
6_report                      0           out[0]        0.35
5_1_grt                       0  out_valid_reg_3        0.36
[logic make-up (layout without fill, tap and decap cells)]
logic type	after synthesis	after routing	share of synthesized area (%)
XOR/XNOR	402	402	3.333
AND/OR/NAND/NOR	3250	3250	15.31
buffers and inverters	2658	2736	9.455
AND-OR/OR-AND	1099	1099	6.673
other	0	9	0
adder cells (fa/ha/maj)	3035	3035	49.29
flip-flops	672	672	15.92
multiplexers	2	2	0.01895
[per-stage QoR]
step,hold slack (ns),std cells
global placement,0.3331,15639
floorplan,0.3312,11118
finish,0.3464,15804
detailed placement,0.3347,15639
CTS,0.3481,15795
global route,0.3561,15795
