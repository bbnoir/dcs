File: /design/flow/run.sh
#!/bin/bash
# OpenROAD 26Q1-2900-gdf79404cd8, Yosys 0.63+post, stock flow scripts
make -C /OpenROAD-flow-scripts/flow DESIGN_CONFIG=/design/flow/config.mk WORK_HOME=/design/flow/orfs finish
File: /design/flow/config.mk
export PLATFORM = sky130hd
export DESIGN_NAME = DCT
export DESIGN_NICKNAME = DCT
export VERILOG_FILES = /design/flow/design.v
export SDC_FILE = /design/flow/constraint.sdc
export NUM_CORES = 4
export LEC_CHECK = 1
export CORE_UTILIZATION = 40
export SYNTH_HDL_FRONTEND = slang
File: /design/flow/constraint.sdc
current_design DCT

set clk_period 29.0
set clk_io_pct 0.2

create_clock -name clk0 -period $clk_period [get_ports {clk}]

set non_clock_inputs [all_inputs -no_clocks]
set_input_delay [expr $clk_period * $clk_io_pct] -clock clk0 $non_clock_inputs
set_output_delay [expr $clk_period * $clk_io_pct] -clock clk0 [all_outputs]
File: /design/flow/design.v
module DCT(
	clk,
	rst_n,
	in_valid,
	in_data,
	out_valid,
	out_data
);
input        clk, rst_n, in_valid;
input signed [7:0]in_data;
output logic out_valid;
output logic signed[9:0]out_data;
integer i,j;
integer k,m;
parameter IDLE = 0;
parameter INPUT = 1;
parameter CAL1 = 2;
parameter CAL2 = 3;
parameter OUTPUT = 4;
logic signed [7:0]dctmtx[0:3][0:3];
logic [2:0]STATE,NS;
logic [3:0]input_cnt;
logic signed [7:0]inbuffer[0:3][0:3];
logic [3:0]output_cnt;
logic signed [9:0]outbuffer[0:3][0:3];
logic signed [9:0]outbuffer_nxt;
logic [3:0] cal_cnt;
logic signed [15:0] mul1[0:3];
logic signed [15:0] mul2[0:3];
logic signed [16:0] cal_out1;
logic signed [16:0] cal_out2;
logic signed [9:0]tmp_outbuffer[0:3][0:3];
logic signed [9:0]tmp_outbuffer_nxt;
assign dctmtx[0][0] = 8'b01000000;
assign dctmtx[0][1] = 8'b01000000;
assign dctmtx[0][2] = 8'b01000000;
assign dctmtx[0][3] = 8'b01000000;
assign dctmtx[1][0] = 8'b01010011;
assign dctmtx[1][1] = 8'b00100010;
assign dctmtx[1][2] = 8'b11011110;
assign dctmtx[1][3] = 8'b10101101;
assign dctmtx[2][0] = 8'b01000000;
assign dctmtx[2][1] = 8'b11000000;
assign dctmtx[2][2] = 8'b11000000;
assign dctmtx[2][3] = 8'b01000000;
assign dctmtx[3][0] = 8'b00100010;
assign dctmtx[3][1] = 8'b10101101;
assign dctmtx[3][2] = 8'b01010011;
assign dctmtx[3][3] = 8'b11011110;
always_ff@(posedge clk or negedge rst_n)begin
	if(~rst_n)begin
		STATE<=0;
		out_valid<=0;
		out_data<=0;
	end
	else begin
		STATE<=NS;
		out_valid<= (STATE==OUTPUT);
		out_data<= (STATE==OUTPUT ? outbuffer[output_cnt[3:2]][output_cnt[1:0]] : 0);
	end
end
always_comb begin
	outbuffer_nxt = 0;
	tmp_outbuffer_nxt = 0;
	case(STATE)
		IDLE:begin
			if(in_valid)	NS = INPUT;
			else 			NS = STATE;
		end
		INPUT:begin
			if(~in_valid)	NS =  CAL1;
			else 			NS = STATE;
		end
		CAL1:begin
			if(cal_cnt==15)NS = CAL2;
			else 			NS = STATE;
			mul1[0] = dctmtx[cal_cnt[3:2]][0] * inbuffer[0][cal_cnt[1:0]];
			mul1[1] = dctmtx[cal_cnt[3:2]][1] * inbuffer[1][cal_cnt[1:0]];
			mul1[2] = dctmtx[cal_cnt[3:2]][2] * inbuffer[2][cal_cnt[1:0]];
			mul1[3] = dctmtx[cal_cnt[3:2]][3] * inbuffer[3][cal_cnt[1:0]];
			cal_out1 = (mul1[0] + mul1[1] + mul1[2] + mul1[3]) / $signed(128);
			tmp_outbuffer_nxt = cal_out1;
		end
		CAL2:begin
			if(cal_cnt==15)NS = OUTPUT;
			else 			NS = STATE;
			mul2[0] = tmp_outbuffer[cal_cnt[3:2]][0] * dctmtx[cal_cnt[1:0]][0];
			mul2[1] = tmp_outbuffer[cal_cnt[3:2]][1] * dctmtx[cal_cnt[1:0]][1];
			mul2[2] = tmp_outbuffer[cal_cnt[3:2]][2] * dctmtx[cal_cnt[1:0]][2];
			mul2[3] = tmp_outbuffer[cal_cnt[3:2]][3] * dctmtx[cal_cnt[1:0]][3];
			cal_out2 = (mul2[0] + mul2[1] + mul2[2] + mul2[3]) / $signed(128);
			outbuffer_nxt = cal_out2;
		end
		OUTPUT:begin
			if(output_cnt==15)NS = IDLE;
			else 			NS = STATE;
		end
		default:begin
			NS = STATE;
		end
	endcase
end
always_ff@(posedge clk or negedge rst_n)begin
	if(~rst_n)begin
		input_cnt<=0;
	end
	else begin
		if(in_valid)begin
			input_cnt<=input_cnt+1;
		end
		else begin
			input_cnt<=0;
		end
	end
end
always_ff@(posedge clk or negedge rst_n)begin
	if(~rst_n)begin
		for(i=0;i<4;i=i+1)begin
			for(j=0;j<4;j=j+1)begin
				inbuffer[i][j]<=0;
			end
		end
	end
	else begin
		if(in_valid)begin
			inbuffer[input_cnt[3:2]][input_cnt[1:0]]<=in_data;
		end
	end
end
always_ff@(posedge clk or negedge rst_n)begin
	if(~rst_n)begin
		output_cnt<=0;
	end
	else begin
		if(STATE==OUTPUT)begin
			output_cnt<=output_cnt+1;
		end
		else begin
			output_cnt<=0;
		end
	end
end
always_ff@(posedge clk or negedge rst_n)begin
	if(~rst_n)begin
		cal_cnt<=0;
	end
	else begin
		if(STATE==CAL1 || STATE==CAL2)begin
			cal_cnt<=cal_cnt+1;
		end
		else begin
			cal_cnt<=0;
		end
	end
end
always_ff@(posedge clk or negedge rst_n)begin
	if(~rst_n)begin
		for(k=0;k<4;k=k+1)begin
			for(m=0;m<4;m=m+1)begin
				outbuffer[k][m]<=0;
				tmp_outbuffer[k][m]<=0;
			end
		end
	end
	else begin
		if(STATE==CAL2)begin
			outbuffer[cal_cnt[3:2]][cal_cnt[1:0]]<=outbuffer_nxt;
		end
		if(STATE==CAL1)begin
			tmp_outbuffer[cal_cnt[3:2]][cal_cnt[1:0]]<=tmp_outbuffer_nxt;
		end
	end
end
endmodule
==> out/metrics.cfg <==
[final_timing]
tightest_slew_ns = 0.9103
finClkSkew_ns = 0.04087
finalSetupTns_ns = 0
finalHoldViolations = 0
slew_viol_final = 0
slew_headroom_pct = 39.14
finalClockPeriodUsage_pct = 35.14
fmax_mhz = 98.14
rsz0062_at_grt = no
min_period_ns = 10.19
setup_viol = 0

[clock_network]
cts_hold_buf = 0
clock_path_buffers = 3
cts_tree = yes
clock-sinks = 476
post_cts_buffers = 0
cts-buffers-inserted = 50
cts.htree.levels = 2
insertion_delay_ns = 0.63
cts.clk_slew.worst_paths_ns = 0.06
cts_root_buffer = clkbuf_16
cts.repair.resized = 0

[die]
io_pins = 22
rows = 116
core_area_um2 = 100600
die_h_um = 321.4
initCoreUtil_pct = 40.56
fp.dieW_um = 321.4
chip_area_um2 = 103300

[min_path]
holdCritPathClass = reg2reg

[power_and_ir_drop]
power.leakage_uw = 0.02146
ir_drop_v = 0.0001457
power_per_cell_area_nw_per_um2 = 71.35

[synthesis]
synth_top_area_share_pct = 29.14
yosysSeqAreaShare_pct = 29.20
numSynthFlops = 476
post_synth_xor_area_fraction_pct = 2.674
top_area_cell = dfrtp_1
adder_share_pct = 32.86
ys_cells = 3760
flop_cell = dfrtp_1
synth.area.top_cells = dfrtp_1 (29%), fa_1 (23%), ha_1 (9.6%)
synth.area.mux_share_pct = 12.06
syn-cell-area_um2 = 40800
simple_gate_area_share_pct = 9.507
syn_area_per_cell_um2 = 10.85
logic_family = adder cells
aoi_share_pct = 5.717
synthDistinctLibCells = 73
ys_warn_count = 0
edf_count = 0
synth_cells = 3760
yosys.stat.chipArea_um2 = 40800
synthArstFlopShare_pct = 100.0

[detailed_routing]
drt_first_pass_iters = 5
vias = 25310
drc = 0
avgViaCountPerCell = 4.932
num_antenna_cells = 0
drt_iter0_drc = 1086
routed_wirelength_um = 90530
routedWlPerCell_um = 17.64
drtAntennaViolNets = 0

[global_route]
grt_pass1_wl_um = 148700
grt_max_degree = 120
grt_antenna_before_repair = 2
overflow = 0
met1_usage_pct = 28.83
busiest_layer = met2
grt.total_usage_pct = 19.51
grt_use_met3_pct = 6.856
first_global_vias = 27000
use_met2_pct = 29.40

[placed_design]
dp_hpwl_um = 69520
gp_congestion = 0.9081
portBuffers = 21
post_dp_cell_area_um2 = 42540

[critical_path]
cp_slowest_cell = xnor2_1
crit_path_start_kind = flop
slowest_delay_ns = 0.74
end_kind = flop
worst-path-buf-inv = 9
cp.required_ns = 29.45
worstSetupPathType = reg2reg
cp.arrival_ns = 10.64
path_max_fanout = 32
crit_family = adder cells

[layout]
layout_top_cells = inv_1 (715), fa_1 (474), dfrtp_1 (469), nand2_1 (382), ha_1 (309)
stdcell_area_um2 = 44300
fill_cells = 9315
drive_above_1_share_pct = 12.85
area_growth_pct = 8.581
layout_top_cell = inv_1

[status]
status = complete, no violations

[job]
log.warning_count = 39
max-cap-violations = 0

final cells by class:
| class | count | area [µm²] | area share [%] |
|---|---|---|---|
| clock buffer | 74 | 1441 | 3.254 |
| multi-input combinational | 2423 | 25640 | 57.88 |
| inverter | 715 | 2684 | 6.059 |
| timing repair buffer | 69 | 588.1 | 1.328 |
| clock inverter | 17 | 320.3 | 0.7231 |
| sequential | 476 | 11930 | 26.92 |
| tap | 1357 | 1698 | 3.833 |
layer usage:
| metal | up-vias | wire, µm |
|---|---|---|
| met3 | 114 | 7061 |
| li1 | 11970 | - |
| met5 | - | 63 |
| met1 | 12670 | 39670 |
| met4 | 2 | 2045 |
| met2 | 557 | 41680 |
cell families (layout without fill, tap and decap cells):
group | count (synthesis) | after routing
buffers and inverters | 861 | 875
DFF | 476 | 476
other | 1 | 1
AOI/OAI and AO/OA | 398 | 398
muxes | 315 | 315
adders and majority gates | 787 | 787
xor gates and xnor gates | 122 | 122
and+or+nand+nor | 800 | 800
power by group:
group          leakage, µW  switching [µW]  total [µW]  internal (µW)
Clock             0.000857             282         683            401
Sequential         0.00592             104         986            881
Combinational       0.0147             906        1490            585
Total               0.0215            1290        3160           1870
worst paths after layout:
path,slack (ns),to,from,depth (start not counted)
max in group asynchronous,20.48,tmp_outbuffer[74],rst_n,5
hold / removal,0.47,outbuffer[59],outbuffer[59],2
setup reg to reg,18.81,tmp_outbuffer[114],cal_cnt[2],36
min in group asynchronous,5.21,inbuffer[100],rst_n,1
setup / recovery,18.81,tmp_outbuffer[114],cal_cnt[2],36
hold reg to reg,0.47,outbuffer[59],outbuffer[59],2
tightest hold or removal path, delay by kind of cell (launching register included):
family	cells	cell delay, ns
AND-OR/OR-AND	1	0.05
AND/OR/NAND/NOR	1	0.06
flip-flops	1	0.33
flip-flops by register name, summed over array words and instances (netlist names), named ones only:
name / count
outbuffer: 160
tmp_outbuffer: 160
inbuffer: 128
out_data: 10
STATE: 4
cal_cnt: 4
input_cnt: 4
output_cnt: 4
out_valid: 1
Yosys cell counts, drive strengths merged (17+ instances only):
library cell and count:
a21oi 37, and2 195, buf 25, clkbuf 121, dfrtp 475, fa 474
ha 313, inv 715, mux2 192, mux4 122, nand2 382, nand2b 35
nand3 46, nor2 55, nor2b 45, nor3 17, o21ai 278, xnor2 93
xor2 29
metrics by stage:
step / worst slack, ns / hold slack, ns / power, µW / std cells / util [%]
2_1_floorplan: 19.53 / 0.3971 / 2015 / 3760 / -
3_3_place_gp: 18.82 / 0.4558 / 2484 / 5040 / 42.29
3_5_place_dp: 18.74 / 0.4649 / 2494 / 5040 / 42.29
4_1_cts: 18.72 / 0.4749 / 3197 / 5131 / 44.04
5_1_grt: 18.09 / 0.4955 / 3418 / 5131 / 44.04
6_report: 18.81 / 0.4732 / 3161 / 5131 / 44.04
Power figures rest on the tool's default switching activity, not on a simulated workload.
